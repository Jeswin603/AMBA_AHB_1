==> design/flow/design.v <==
module ahb_slave(
	input HCLK,
	input HRESET,
	input [31:0] HADDR,
	input HWRITE,
	input [2:0] HSIZE,
	input [2:0] HBURST,
	input [1:0] HTRANS,
	input [31:0] HWDATA,
	output reg HREADY, 
	output reg [31:0]HRDATA
);
	parameter idle 			= 2'b00;
	parameter sample_state 	 	= 2'b01;
	parameter write_state		= 2'b10;
	parameter write_state_ready 	= 2'b11;
	reg[1:0] htrans_internal;
	reg hwrite_internal ;
	reg [31:0] addr_internal;
	reg[1:0] present_state,next_state;
	always@(posedge HCLK)begin
		if(HRESET)begin
			present_state <=  idle;
		end
		else begin
			present_state <= next_state;
		end
	end
	always @(*)begin
		case(present_state)
			idle:begin
				HREADY = 1;
				next_state = sample_state;
			end
			sample_state:begin
				htrans_internal	= HTRANS;
				hwrite_internal = HWRITE;
				addr_internal   = HADDR;
				if(htrans_internal == 2'b10|| htrans_internal == 2'b01)begin
					if (hwrite_internal)
						next_state = write_state;
				end	
			end
			write_state:begin
				HRDATA = HWDATA;
				if(htrans_internal == 2'b00) 
					next_state = idle;
			end
		endcase
	end
endmodule
==> design/flow/run.sh <==
#!/bin/bash
# OpenROAD 26Q1-2900-gdf79404cd8, Yosys 0.63+post, stock flow scripts
make -C /OpenROAD-flow-scripts/flow DESIGN_CONFIG=/design/flow/config.mk WORK_HOME=/design/flow/orfs finish
==> design/flow/config.mk <==
export PLATFORM = sky130hd
export DESIGN_NAME = ahb_slave
export DESIGN_NICKNAME = ahb_slave
export VERILOG_FILES = /design/flow/design.v
export SDC_FILE = /design/flow/constraint.sdc
export NUM_CORES = 4
export LEC_CHECK = 1
export CORE_AREA = 10 10 80 80
export DIE_AREA = 0 0 90 90
==> design/flow/constraint.sdc <==
current_design ahb_slave

set clk_period 1.0
set clk_io_pct 0.2

create_clock -name clk0 -period $clk_period [get_ports {HCLK}]

set non_clock_inputs [all_inputs -no_clocks]
set_input_delay [expr $clk_period * $clk_io_pct] -clock clk0 $non_clock_inputs
set_output_delay [expr $clk_period * $clk_io_pct] -clock clk0 [all_outputs]
==> run_results.csv <==
group,metric,value,unit
clock_tree,post_cts_buffers,0,
grt,use_met3,0.0260,
power_and_ir_drop,clockPowerShare,0.507,
logic_synthesis,synth_flops,38,
grt,grtUsageMet1,0.0610,
logic_synthesis,syn-mean-instance-area,13.4,sq um
sta,setup_viol,0,
logic_synthesis,synth.distinct_cells,11,
flow_run,tool_warnings,65,
worst_setup_path,worstPathBufferInverterCount,1,
die,initial_core_util,0.145,
worst_setup_path,worstSetupEndpointType,"register",
clock_tree,clock_path_buffers,2,
drt,antenna_left,0,
grt,grt_pass1_vias,615,
clock_tree,cts_tree,"done",
finish,area_growth,118,%
power_and_ir_drop,leakagePower,0.647,nW
clock_tree,cts_htree_levels,1,
sta,untimed_endpoints,68,
worst_setup_path,startpoint_type,"primary input",
logic_synthesis,ys_chip_area,683,sq um
worst_setup_path,cp_cell_sequence,"clkdlybuf4s50_1 -> nor2b_1",
sta,unclocked_pins,36,
power_and_ir_drop,switching_power,0.104,mW
place,dp.final_hpwl,1.91,mm
sta,finalClockPeriodUsage,0.616,
clock_tree,cts_resized,0,
drt,antennaDiodeCount,0,
logic_synthesis,ys_warn_count,1,
worst_setup_path,worst-path-max-fanout,2,
worst_setup_path,crit_slowest_cell,"clkdlybuf4s50_1",
power_and_ir_drop,irDropWorstVdd,0.000481,V
drt,drtPass1Iterations,2,
clock_tree,cts_buffers,3,
logic_synthesis,ys_cells,51,
grt,busiest_layer,"met2",
sta,drv_slew,0,
logic_synthesis,netlist_instances,51,
worst_setup_path,critPathRequiredTime,1.10,ns
worst_setup_path,path_class,"primary input to register",
finish,fin_util,0.315,
power_and_ir_drop,p_sw_frac,0.164,
sta,finalHoldViolCount,0,
grt,grt_start_max_net_pins,26,
clock_tree,hold_buffers,0,
die,die_x,90,um
clock_tree,path_clk_slew,0.03,ns
drt,wl,2.16,mm
drt,wl_per_cell,11.4,um
worst_setup_path,crit_path_start,"HRESET",
worst_setup_path,worst_ep_arrival_time,0.72,ns
min_path,timing.hold.worst.start,"HRESET",
run_status,outcome,"finished clean",
worst_setup_path,worst_path_largest_cell_delay,0.48,ns
drt,remaining_drc_errors,0,
power_and_ir_drop,combPwrFrac,0.276,
flow_run,maxCapViolCount,0,
drt,via_per_inst,3.11,
clock_tree,clock-root-buffer,"clkbuf_8",
drt,vias,587,
sta,max_clock_freq,1620,MHz
grt,grt_remaining_overflow,0,
grt,grt_use_total,0.0498,
grt,antenna_found_initial,0,
logic_synthesis,synthesis.area,683,sq um
die,rows,25,
die,coreArea,4720,sq um
finish,layout-drive-gt1-share,0.0328,
place,io_buffers,68,
power_and_ir_drop,powerDensity,426,nW/um^2
min_path,hp-class,"primary input to register",
die,chip_area,8100,sq um
drt,drtIter0Drc,2,
grt,use_met2,0.0781,
place,gp_congestion,0.651,
power_and_ir_drop,p_int,0.531,mW
grt,grt_pass1_wl,3.35,mm
die,die_h,90,um
sta,fin_crit,0.616,ns
sta,setup_tns,0,ns
power_and_ir_drop,seq_power_share,0.218,
worst_setup_path,crit_family,"buffers and inverters",
die,pin_count,108,
sta,rsz0062_at_grt,"no",
[path summary, 6_finish.rpt]
check	depth (start not counted)	slack [ns]	to
min	2	0.55	present_state[1]$_SDFF_PP0_
max	2	0.38	present_state[0]$_SDFF_PP0_
[cells by family after synthesis]
kind of cell,after synthesis,synth area share
AND-OR/OR-AND,2,0.0275
AND/OR/NAND/NOR,3,0.0275
other,1,0.00549
XOR/XNOR,1,0.0128
latches,36,0.791
flip-flops,2,0.0586
buffers and inverters,3,0.0220
adder cells (fa/ha/maj),3,0.0550
[cells in the mapped netlist (all sizes together)]
cell,instances,area (sq um)
dlxtn,2,30.0
nor2b,3,18.8
conb,1,3.75
buf,1,7.51
inv,2,7.51
ha,3,37.5
dlxtp,34,510
xnor2,1,8.76
o21a,1,7.51
a2111o,1,11.3
dfxtp,2,40.0
[placed cells by master (no fill, tap or decap), drive strengths merged]
cell / Yosys / final
nor2b: 3 / 3
clkdlybuf4s50: 0 / 68
o21a: 1 / 1
a2111o: 1 / 1
conb: 1 / 1
dlxtn: 2 / 2
clkbuf: 0 / 3
xnor2: 1 / 1
inv: 2 / 2
buf: 1 / 1
dlxtp: 34 / 34
ha: 3 / 3
dfxtp: 2 / 2
[state kept, by name, summed over array words and instances, names as in the netlist]
register / count
HRDATA: 32
htrans_internal: 2
present_state: 2
next_state: 2
[per-layer routing]
metal	routed length [um]	part of all wire
met1	931	0.43
met2	935	0.43
met3	264	0.12
met4	23	0.011
met5	0	0
[power by group through the flow]
stage	logic (mW)	registers, mW	clock network (mW)
CTS	0.178	0.138	0.334
global route	0.191	0.140	0.340
finish	0.175	0.138	0.322
[cell type report]
cell class | count | area (sq um)
Fill cell | 459 | 3230
Timing Repair Buffer | 69 | 688
Multi-Input combinational cell | 10 | 87.6
Sequential cell | 38 | 581
Clock buffer | 3 | 41.3
Inverter | 2 | 7.51
Tap cell | 67 | 83.8
[stage by stage]
step                area, sq um  power (mW)  std cells  hold WS (ns)  worst slack [ns]
finish                     1490       0.635        189         0.545             0.384
global route               1490       0.670        189         0.581             0.352
CTS                        1490       0.650        189         0.546             0.384
detailed placement         1450       0.315        186         0.767             0.161
global placement           1450       0.313        186         0.761             0.167
floorplan                   683       0.160         51         0.272             0.664
Power is estimated from default activity; no workload was simulated.
